==> ./design.v <==
module hexTo7Seg(input [3:0]SW,         
		output reg [6:0]Hex );  
  always @*
    case(SW)
      4'b0000 : Hex = ~7'b0111111;  
      4'b0001 : Hex = ~7'b0000110;  
      4'b0010 : Hex = ~7'b1011011;  
      4'b0011 : Hex = ~7'b1001111;  
      4'b0100 : Hex = ~7'b1100110;  
      4'b0101 : Hex = ~7'b1101101;  
      4'b0110 : Hex = ~7'b1111101;  
      4'b0111 : Hex = ~7'b0000111;  
      4'b1000 : Hex = ~7'b1111111;  
      4'b1001 : Hex = ~7'b1100111;  
      4'b1010 : Hex = ~7'b1110111;  
      4'b1011 : Hex = ~7'b1111100;  
      4'b1100 : Hex = ~7'b1011000;  
      4'b1101 : Hex = ~7'b1011110;  
      4'b1110 : Hex = ~7'b1111001;  
      4'b1111 : Hex = ~7'b1110001;  
      default : Hex = ~7'b0000000;  
    endcase  
endmodule  
==> ./run.sh <==
#!/bin/bash
# OpenROAD 26Q1-2900-gdf79404cd8, Yosys 0.63+post, stock flow scripts
make -C /OpenROAD-flow-scripts/flow DESIGN_CONFIG=/design/flow/config.mk WORK_HOME=/design/flow/orfs finish
==> ./config.mk <==
export PLATFORM = sky130hd
export DESIGN_NAME = hexTo7Seg
export DESIGN_NICKNAME = hexTo7Seg
export VERILOG_FILES = /design/flow/design.v
export SDC_FILE = /design/flow/constraint.sdc
export NUM_CORES = 4
export LEC_CHECK = 1
export CORE_AREA = 10 10 70 70
export DIE_AREA = 0 0 80 80
export SYNTH_HDL_FRONTEND = slang
==> ./constraint.sdc <==
current_design hexTo7Seg

set clk_period 2.4
set clk_io_pct 0.2

create_clock -name clk0 -period $clk_period

set non_clock_inputs [all_inputs -no_clocks]
set_input_delay [expr $clk_period * $clk_io_pct] -clock clk0 $non_clock_inputs
set_output_delay [expr $clk_period * $clk_io_pct] -clock clk0 [all_outputs]
==> results_dict.tcl <==
# implementation run metrics
set metrics [dict create \
    final_common_cell "buf_4" \
    regArea_um2 0 \
    finalPower_uw 67.8 \
    met1_usage 0.0245 \
    cp.required_ps 1920 \
    syn_inst 31 \
    routed-via-count 266 \
    logic_area_um2 215 \
    syn_avg_cell_area_um2 7.43 \
    detailed_place_hpwl_um 672 \
    use_met3 0 \
    ys_cells 31 \
    drt_wl_total_um 796 \
    setup_viol 0 \
    firstDrtPassIters 3 \
    finalClockPeriodUsage 0.963 \
    postLayoutCoreUtil 0.130 \
    rows 21 \
    crit_arrival_ps 1830 \
    hold_viol 0 \
    slowest_delay_ps 410 \
    fp_util 0.0674 \
    status "complete, no violations" \
    numPortBuffers 11 \
    avgRoutedWirePerCell_um 8.47 \
    die_y_um 80 \
    max-vdd-ir-drop_v 0.0000170 \
    worst_pin_slew_ps 266 \
    die_w_um 80 \
    grt_overflow 0 \
    cpMaxStageDelayCell "clkdlybuf4s50_1" \
    path_common_cell "buf_4" \
    diodes 0 \
    layout_top_cells "buf_4, nor2_1, dlygate4sd2_1, ha_1, clkdlybuf4s50_1" \
    grt_pass1_wl_um 1280 \
    grt_usage 0.0238 \
    crit_chain "dlygate4sd2_1 > buf_4 > ha_1 > buf_4 > a21oi_1 > nor2_1 > clkdlybuf4s50_1" \
    use_met2 0.0530 \
    antenna_found_initial 0 \
    path_class "input port to output port" \
    cp-end-kind "output port" \
    rsz0062_at_grt "no" \
    ioPinCount 11 \
    ys_seq_frac 0 \
    first_global_vias 274 \
    ys_area_um2 230 \
    syn_area_um2 230 \
    hp-class "input port to output port" \
    p_leak_uw 0.000208 \
    max_cap_violations 0 \
    drtIter0Drc 2 \
    drt-vias-per-instance 2.83 \
    gp_congestion 0.805 \
    synth_cell_types 14 \
    synthToLayoutAreaGrowth_pct 93.5 \
    ff_count 0 \
    relSlewSlack 0.822 \
    fmax_ghz 0.433 \
    warnings 36 \
    grt_max_degree 9 \
    grt.busiest_layer "met2" \
    ctsHoldBuffers 0 \
    ant_nets 0 \
    power_per_cell_area_nw_per_um2 152 \
    slew_violations 0 \
    worst-path-max-fanout 4 \
    dieArea_um2 6400 \
    clockBufferCount 0 \
    drive_above_1_share 0.292 \
    drc 0 \
    crit_path_start_kind "input port" \
    fin_crit_ps 2310 \
    core-area_um2 3420 \
    yosys_warnings 0 \
    fill_cells 389 \
]
worst max-delay path, delay by kind of cell:
family / cells / cell delay, ps
and+or+nand+nor: 1 / 60
adders and majority gates: 1 / 190
AOI/OAI and AO/OA: 1 / 150
buffers and inverters: 4 / 950
layout make-up:
type,count,area share
Inverter,3,0.0253
Multi-Input combinational cell,26,0.483
Tap cell,46,0.129
Timing Repair Buffer,19,0.362
metrics by stage:
step | cell area (um2) | TNS [ps] | std cells | setup WS, ps | hold WS, ps
detailed placement | 434 | -1630 | 93 | -324 | 2060
floorplan | 230 | 0 | 31 | 760 | 1060
global route | 445 | 0 | 94 | 2.43 | 1590
global placement | 434 | -1520 | 93 | -318 | 2040
finish | 445 | 0 | 94 | 89.2 | 1550
CTS | 447 | 0 | 94 | 29.1 | 1700
what timing repair did:
item | in CTS | in global routing
resized | 11 | 3
pin swaps | 1 | 0
endpoints found under the setup margin | 7 | 2
buffers inserted | 1 | 0
cloned | 0 | 0
routing by layer:
metal | wire length, um | vias up
met4 | 0 | 0
met1 | 283 | 122
met2 | 512 | 1
met5 | 0 | -
li1 | - | 143
met3 | 0 | 0
path summary, 6_finish.rpt:
path              cells past startpoint  endpoint   from
setup / recovery                      7    Hex[6]  SW[1]
hold / removal                        3    Hex[3]  SW[2]
synthesized netlist by cell type:
cell type / number / area, um2
nand2b_2: 1 / 8.76
inv_1: 3 / 11.3
buf_2: 1 / 5.00
mux4_2: 1 / 22.5
a32o_1: 1 / 10.0
a21oi_1: 2 / 10.0
buf_6: 1 / 11.3
o22ai_1: 1 / 6.26
nor2_1: 5 / 18.8
ha_1: 5 / 62.6
o21ai_0: 3 / 15.0
mux2i_1: 3 / 30.0
nand2_1: 3 / 11.3
o211ai_1: 1 / 7.51
cells by family (layout without fill, tap and decap cells):
logic type                 Yosys count  in the layout  synth area share
AOI/OAI and AO/OA                    8              8             0.212
adders and majority gates            5              5             0.272
buffers and inverters                5             22             0.120
and+or+nand+nor                      9              9             0.168
muxes                                4              4             0.228
power by group:
| part | internal [uW] | switching, uW |
|---|---|---|
| sequential | 0 | 0 |
| clock | 0 | 0 |
| combinational | 40.6 | 27.2 |
No activity file was given, so power comes from the tool's default toggle rates.
