<file path="design/flow/design.v">
module Thunderbird (
	input wire left, right, haz, clk, reset,
	output reg [2:0] L, R,
	output reg [6:0] HEX
);
	wire [31:0] count;
	reg [2:0] state, next_state;
	localparam START = 3'b000;
	localparam L1 = 3'b001;
	localparam L2 = 3'b010;
	localparam L3 = 3'b011;
	localparam R1 = 3'b100;
	localparam R2 = 3'b101;
	localparam R3 = 3'b110;
	localparam HAZ = 3'b111;
	localparam hazi = ~7'b1110110;
	localparam r1i = ~7'b0100000;
	localparam r2i = ~7'b1010000; 
	localparam l1i = ~7'b0001000;
	localparam l2i = ~7'b0011000;
	localparam l3i = ~7'b0111000;
	counter ctr (
		.clk(clk),
		.reset(reset),
		.count(count)
	);
	always @(posedge clk or negedge reset) begin
    if (!reset)
        state <= START;   
    else if (count[26])   
        state <= next_state;   
	end
	always @(*)
		begin			
			case(state)
				START : 
					begin
						if (!haz)
							next_state <= HAZ;
						else if (!left)
							next_state <= L1;
						else if (!right) 
							next_state <= R1;
						else  
							next_state <= START;
					end
				L1 : 
					begin
						if (!haz)
							next_state <= HAZ;
						else 
							next_state <= L2;
					end
				L2 : 
					begin
						if (!haz)
							next_state <= HAZ;
						else 
							next_state <= L3;
					end
				L3 : 
					begin
						if (!haz)
							next_state <= HAZ;
						else 
							next_state <= START;					
					end
				R1 : 
					begin
						if (!haz)
							next_state <= HAZ;
						else 
							next_state <= R2;
					end
				R2 : 
					begin
						if (!haz)
							next_state <= HAZ;
						else 
							next_state <= R3;
					end
				R3 : 
					begin
						if (!haz)
							next_state <= HAZ;
						else 
							next_state <= START;
					end
				HAZ : 
					begin
						next_state <= START;
					end
				default :  
					begin
						next_state <= START;
					end
			endcase
		end
	always @(*)
		begin
			L <= 3'b000;
			R <= 3'b000;
			case(state)
				START : 
					begin
						HEX <= ~7'b0000000;
						L <= 3'b000;
						R <= 3'b000;
					end
				L1 : 
					begin
						HEX <= l1i;
						L <= 3'b001;
					end
				L2 : 
					begin
						HEX <= l2i;
						L <= 3'b011;
					end
				L3 : 
					begin
						HEX <= l3i;
						L <= 3'b111;
					end
				R1 : 
					begin
						HEX <= r1i;
						R <= 3'b001;
					end
				R2 : 
					begin
						HEX <= r2i;
						R <= 3'b011;
					end
				R3 : 
					begin
						HEX <= r2i;
						R <= 3'b111;
					end
				HAZ : 
					begin
						HEX <= hazi;
						L <= 3'b111;
						R <= 3'b111;
					end
				default:  
					begin
						HEX <= ~7'b0000000;
						L <= 3'b100;
						R <= 3'b100;
					end
			endcase
		end
endmodule
module counter #(parameter width=32)
(
	input clk,
	input reset,
	output reg [width-1 : 0] count
);
	always @(posedge clk)
		begin
			if (!reset)
				count <= 0;
			else if 
				(count[26]) count <= 0;
			else 
				count <= count + 1'b1;
		end
endmodule
</file>
<file path="design/flow/run.sh">
#!/bin/bash
# OpenROAD 26Q1-2900-gdf79404cd8, Yosys 0.63+post, stock flow scripts
make -C /OpenROAD-flow-scripts/flow DESIGN_CONFIG=/design/flow/config.mk WORK_HOME=/design/flow/orfs finish
</file>
<file path="design/flow/config.mk">
export PLATFORM = sky130hd
export DESIGN_NAME = Thunderbird
export DESIGN_NICKNAME = Thunderbird
export VERILOG_FILES = /design/flow/design.v
export SDC_FILE = /design/flow/constraint.sdc
export NUM_CORES = 4
export LEC_CHECK = 1
export CORE_AREA = 10 10 111 111
export DIE_AREA = 0 0 121 121
export SYNTH_HDL_FRONTEND = slang
</file>
<file path="design/flow/constraint.sdc">
current_design Thunderbird

set clk_period 4.0
set clk_io_pct 0.2

create_clock -name clk0 -period $clk_period [get_ports {clk}]

set non_clock_inputs [all_inputs -no_clocks]
set_input_delay [expr $clk_period * $clk_io_pct] -clock clk0 $non_clock_inputs
set_output_delay [expr $clk_period * $clk_io_pct] -clock clk0 [all_outputs]
</file>
==> deck_impl_summary.md <==
Implementation Results

Clock network
  – Clock Pin Slew Worst Setup and Hold Paths: 0.06 ns
  – # H-tree levels: 2
  – Latency at later pin: 0.28 ns
  – CTS tree: yes
  – CTS resizes: 0
  – Post-CTS setup-driven buffer insertion count: 0
  – CTS buffer count: 5
  – Hold_buf cts: 0
  – Clk buf depth: 2
  – Clock sinks: 35
  – CTS root buffer: clkbuf_8

Setup path
  – Critical Path AT: 2.00 ns
  – Worst Path Max Fanout: 5
  – WP data required: 3.20 ns
  – Worst r2r src: ctr.count[0]
  – Crit path launch type: flop
  – R2r worst-path depth: 5
  – FF-to-FF setup slack: 1.90 ns
  – CP Capture Type: output pin
  – Kind of critical path: flop to output pin
  – Reg-to-reg endpoint: ctr.count[24]

Timing
  – Final Skew: 0.00389 ns
  – Final setup violating endpoints: 0
  – Worst Max-Slew Pin Slew: 0.499 ns
  – Min Tclk post-route: 2.80 ns
  – Fmax achieved: 358 MHz
  – Setup Total Neg Slack: 0 ns
  – Hold Fails Final Rpt: 0
  – RSZ-0062 raised after global routing: false
  – Max transition margin: 66.7%
  – Cycle use final: 69.9%
  – Slew Limit Fails: 0

Power
  – Comb power frac: 2.7%
  – Clk pwr share: 42.4%
  – Switch Pwr: 131 µW
  – Leakage power: 0.662 nW
  – Worst vdd ir: 0.136 mV
  – P per Cell Area: 316 nW/µm²
  – Net Sw Frac: 20.2%
  – Part of the power in registers: 54.9%
  – Tot Pwr: 648 µW
  – P_int: 517 µW

Global route
  – Grt ovf: 0
  – Overall routing resource usage: 4.93%
  – Met2 usage: 7.07%
  – Initial antenna violation count: 0
  – Grt peak-use layer: met1
  – GR Util met3: 1.56%
  – Met1 Track Usage GR: 7.20%
  – Vias in the first global route: 1340
  – Largest net degree at the start of global routing: 25
  – First-pass GRT wire length: 6.24 mm

Floorplanning
  – Boundary pin count: 18
  – Core Rows: 36
  – Die Size: 14600 µm²
  – Core box area: 9860 µm²
  – Die Wd: 121 µm
  – Die Span Y: 121 µm
  – Floorplan Utilization: 16.9%

Detailed routing
  – Via density: 3.97
  – Iter 0 DRT Violations: 49
  – Wirelength per Cell: 9.76 µm
  – Final ANT Viol Nets: 0
  – # DRC: 0
  – Ant. Diodes: 0
  – Final WL: 3.32 mm
  – Via Count: 1350
  – Iteration tally of the first detailed-router pass: 5

Logic synthesis
  – Sequential fraction of the synthesis area: 44.5%
  – Synthesized area per cell: 8.69 µm²
  – Yosys Instances: 192
  – Post-synth area from yosys stat: 1670 µm²
  – Gate Count Post-Synth: 192
  – Synthesis Warnings: 0
  – Register bit count reported by yosys: 35
  – Synthesized area: 1670 µm²
  – Cell Type Count: 41

Placement
  – # port buffers: 16
  – GPL Wtd Cong: 0.841
  – Post-DP Area: 1950 µm²
  – Detailed placement HPWL: 2.37 mm
  – Post-Place Cells: 332

Worst hold path
  – Hold path depth: 2
  – Hold path endpoint: ctr.count[26]
  – Worst hold start: ctr.count[25]
  – Worst hold path type: flop to flop

Finish
  – Final Instance Area: 2050 µm²
  – Layout area overhead: 22.8%
  – Final std cells w/o fill: 340
  – Fraction of layout cells with a size suffix above 1: 8.21%

Job
  – Max Cap Violations: 0
  – OpenROAD warnings: 25

Outcome
  – Outcome: completed
-- through the flow --
stage | setup WS, ns | hold WS [ns] | utilization, %
detailed placement | 1.50 | 0.447 | 19.8
global placement | 1.50 | 0.434 | 19.8
finish | 1.20 | 0.450 | 20.8
CTS | 1.19 | 0.457 | 20.8
global route | 0.999 | 0.496 | 20.8
floorplan | 1.91 | 0.424 | -
-- sequential cells by signal, summed over array words and instances (netlist names) --
| register | flops |
|---|---|
| ctr.count | 27 |
| state | 8 |
-- layout by cell type (no fill, tap or decap), types with 5 or more instances in the layout --
cell type	netlist	final
nand2b_1	5	5
nand2_1	11	11
or3_1	8	8
inv_1	8	8
clkbuf_8	0	7
o21ai_0	11	11
nor2_1	17	17
clkdlybuf4s50_1	0	16
a21oi_1	13	13
dfrtp_1	7	7
xor2_1	6	6
nand3_1	14	14
or4_1	6	6
xnor2_1	7	7
nand4_1	8	8
dfxtp_1	27	27
-- final cells by class --
class | instances | area, µm²
fill | 1068 | 7820
multi-input combinational | 139 | 843
sequential | 35 | 742
timing repair buffer | 17 | 168
tap | 133 | 166
clock buffer | 8 | 100
inverter | 8 | 30.0
-- synthesized netlist by cell type --
library cell  instances  share of area, %
nand3b_1              1              0.45
mux2i_1               1              0.60
inv_1                 8               1.8
nand2_1              11               2.5
o311ai_0              1              0.52
nor4_1                4               1.5
nor2b_1               1              0.38
nor3_1                3              0.90
nand4b_1              1              0.52
a21oi_1              13               3.9
or4_1                 6               2.7
and4bb_2              1              0.75
o22ai_1               1              0.38
and2_1                1              0.38
nand2b_1              5               1.9
o31ai_1               4               1.8
dfstp_2               1               1.6
buf_6                 1              0.67
conb_1                1              0.22
and4_2                1              0.60
or3_2                 1              0.45
ha_1                  1              0.75
clkbuf_1              6               1.3
or3_1                 8               3.0
mux2_2                1              0.67
or2_2                 2              0.75
nor2_1               17               3.8
o41ai_1               1              0.52
xnor2_1               7               3.7
nand3_1              14               4.2
xor2_1                6               3.1
nand4_1               8               3.0
buf_4                 2              0.90
dfxtp_1              27                32
and3_1                1              0.38
nand4_2               1              0.75
buf_2                 1              0.30
o21ai_0              11               3.3
nand3_2               1              0.60
dfrtp_1               7                10
and4_1                3               1.6
-- routing by layer --
layer | routed length, µm | share of wire [%] | vias to the layer above
met5 | 0 | 0 | -
met4 | 49 | 1.5 | 0
met3 | 227 | 6.8 | 5
met2 | 1280 | 38 | 23
met1 | 1760 | 53 | 601
li1 | - | - | 721
-- kinds of logic after synthesis --
group	count (synthesis)	synth area share, %
simple gates	91	31.0
flops	35	44.5
compound gates	31	10.4
buf+inv	18	5.02
xor+xnor	13	6.82
mux	2	1.27
fa+ha+maj	1	0.750
other cells	1	0.225
-- power groups by stage --
stage	logic, mW	clock network (mW)	registers (mW)
4_1_cts	0.0180	0.285	0.355
5_1_grt	0.0200	0.302	0.356
6_report	0.0176	0.275	0.355
-- worst max-delay path by stage --
stage | cells past startpoint | slack [ns] | from | end
6_report | 3 | 1.20 | state[3] | HEX[4]
5_1_grt | 3 | 1.0 | state[3] | HEX[4]
4_1_cts | 3 | 1.19 | state[3] | HEX[4]
-- worst max-delay path, stage by stage, from the launching register on --
cell and delay [ns]:
dfrtp_1 0.41, or3_1 0.43, o311ai_0 0.34, clkdlybuf4s50_1 0.54
Power figures rest on the tool's default switching activity, not on a simulated workload.
