$ cat design/flow/run.sh
#!/bin/bash
# OpenROAD 26Q1-2900-gdf79404cd8, Yosys 0.63+post, stock flow scripts
make -C /OpenROAD-flow-scripts/flow DESIGN_CONFIG=/design/flow/config.mk WORK_HOME=/design/flow/orfs finish
$ cat design/flow/config.mk
export PLATFORM = sky130hd
export DESIGN_NAME = VGA
export DESIGN_NICKNAME = VGA
export VERILOG_FILES = /design/flow/design.v
export SDC_FILE = /design/flow/constraint.sdc
export NUM_CORES = 4
export LEC_CHECK = 1
export CORE_UTILIZATION = 30
export SYNTH_HDL_FRONTEND = slang
$ cat design/flow/constraint.sdc
current_design VGA

set clk_period 4.1
set clk_io_pct 0.2

create_clock -name clk0 -period $clk_period [get_ports {clk50Mhz}]

set non_clock_inputs [all_inputs -no_clocks]
set_input_delay [expr $clk_period * $clk_io_pct] -clock clk0 $non_clock_inputs
set_output_delay [expr $clk_period * $clk_io_pct] -clock clk0 [all_outputs]
$ cat design/flow/design.v
module VGA (
    input clk50Mhz, reset,  
	 input Rs, Gs, Bs,  
    output hSync, vSync,  
    output bright,  
	 output sync_n,
	 output clk25Mhz,
	 output [7:0] R, G, B,
	 input left,right,haz,
	 output [2:0] h_L, h_R,
	 output [6:0] HEX
);
assign sync_n = 0;
wire [12:0] hCount, vCount;  
wire [2:0] state;
vgaControl vgaController (
    .clk50Mhz(clk50Mhz),
    .reset(reset),
    .hSync(hSync),         
    .vSync(vSync),         
    .bright(bright),       
    .hCount(hCount),       
    .vCount(vCount),        
	 .clk25Mhz(clk25Mhz)
);
bitGen2 bitgen (
	.Rs(Rs),
	.Gs(Gs),
	.Bs(Bs),
	.bright(bright),
	.hCount(hCount),
	.vCount(vCount),
	.R(R),
	.G(G),
	.B(B),
	.state(state)
);
thunderbird tBird (
	.left(left),
	.right(right),
	.reset(reset),
	.haz(haz),
	.L(h_L),
	.R(h_R),
	.clk(clk50Mhz),
	.HEX(HEX),
	.state(state)
);
endmodule
module bitGen2 (
	input Rs, Gs, Bs,
	input bright,  
	input [2:0] state,
	input [9:0] hCount, vCount,  
	output reg [7:0] R,G,B  
);
localparam START = 3'b000;
localparam L1 = 3'b001;
localparam L2 = 3'b010;
localparam L3 = 3'b011;
localparam R1 = 3'b100;
localparam R2 = 3'b101;
localparam R3 = 3'b110;
localparam HAZ = 3'b111;
parameter ON = 8'b11111111;
parameter OFF = 8'b00000000;
always@(*)
	if (~bright) begin  
		R = OFF; G = OFF; B = OFF;
	end
	else if (((hCount >= 160) && (hCount <= 230)) && 
			  ((vCount >= 150) && (vCount <= 250))) 
	begin
		if (state == L3 || state == HAZ) begin
			R = ON; G = ON; B = OFF;  
		end
		else begin
			R = ON; G = ON; B = ON;  
		end
	end
	else if (((hCount >= 250) && (hCount <= 320)) && 
			  ((vCount >= 150) && (vCount <= 250))) 
	begin
		if (state == L3 || state == L2 || state == HAZ) begin
			R = ON; G = ON; B = OFF;  
		end
		else begin
			R = ON; G = ON; B = ON;  
		end
	end
	else if (((hCount >= 340) && (hCount <= 410)) && 
			  ((vCount >= 150) && (vCount <= 250))) 
	begin
		if (state == L3 || state == L2 || state == L1 || state == HAZ) begin
			R = ON; G = ON; B = OFF;  
		end
		else begin
			R = ON; G = ON; B = ON;  
		end
	end
	else if (((hCount >= 510) && (hCount <= 580)) && 
			  ((vCount >= 150) && (vCount <= 250))) 
	begin
		if (state == R1 || state == R2 || state == R3 ||state == HAZ) begin
			R = ON; G = ON; B = OFF;  
		end
		else begin
			R = ON; G = ON; B = ON;  
		end
	end
	else if (((hCount >= 600) && (hCount <= 670)) && 
			  ((vCount >= 150) && (vCount <= 250))) 
	begin
		if (state == R2 || state == R3 || state == HAZ) begin
			R = ON; G = ON; B = OFF;  
		end
		else begin
			R = ON; G = ON; B = ON;  
		end
	end
	else if (((hCount >= 690) && (hCount <= 760)) && 
			  ((vCount >= 150) && (vCount <= 250))) 
	begin
		if (state == R3 || state == HAZ) begin
			R = ON; G = ON; B = OFF;  
		end
		else begin
			R = ON; G = ON; B = ON;  
		end
	end
	else begin
		R = OFF; G = OFF; B = ON;  
	end
endmodule
module counter #(parameter width=32)
(
	input clk,
	input reset,
	output reg [width-1 : 0] count
);
	always @(posedge clk)
		begin
			if (!reset)
				count <= 0;
			else if 
				(count[26]) count <= 0;
			else 
				count <= count + 1'b1;
		end
endmodule
module clock_divider_25mhz (
    input clk50Mhz,
    input reset,
    output reg clk25Mhz
);
always @(posedge clk50Mhz or negedge reset) begin
    if (!reset) begin
        clk25Mhz <= 0;
    end else begin
        clk25Mhz <= ~clk25Mhz;   
    end
end
endmodule
module thunderbird (
	input wire left, right, haz, clk, reset,
	output reg [2:0] L, R,
	output reg [6:0] HEX,
	output reg [2:0] state
);
	wire [31:0] count;
	reg [2:0] next_state;
	localparam START = 3'b000;
	localparam L1 = 3'b001;
	localparam L2 = 3'b010;
	localparam L3 = 3'b011;
	localparam R1 = 3'b100;
	localparam R2 = 3'b101;
	localparam R3 = 3'b110;
	localparam HAZ = 3'b111;
	localparam hazi = ~7'b1110110;
	localparam r1i = ~7'b0100000;
	localparam r2i = ~7'b1010000; 
	localparam l1i = ~7'b0001000;
	localparam l2i = ~7'b0011000;
	localparam l3i = ~7'b0111000;
	counter ctr (
		.clk(clk),
		.reset(reset),
		.count(count)
	);
	always @(posedge clk or negedge reset) begin
    if (!reset)
        state <= START;   
    else if (count[26])   
        state <= next_state;   
	end
	always @(*)
		begin			
			case(state)
				START : 
					begin
						if (!haz)
							next_state <= HAZ;
						else if (!left)
							next_state <= L1;
						else if (!right) 
							next_state <= R1;
						else  
							next_state <= START;
					end
				L1 : 
					begin
						if (!haz)
							next_state <= HAZ;
						else 
							next_state <= L2;
					end
				L2 : 
					begin
						if (!haz)
							next_state <= HAZ;
						else 
							next_state <= L3;
					end
				L3 : 
					begin
						if (!haz)
							next_state <= HAZ;
						else 
							next_state <= START;					
					end
				R1 : 
					begin
						if (!haz)
							next_state <= HAZ;
						else 
							next_state <= R2;
					end
				R2 : 
					begin
						if (!haz)
							next_state <= HAZ;
						else 
							next_state <= R3;
					end
				R3 : 
					begin
						if (!haz)
							next_state <= HAZ;
						else 
							next_state <= START;
					end
				HAZ : 
					begin
						next_state <= START;
					end
				default :  
					begin
						next_state <= START;
					end
			endcase
		end
	always @(*)
		begin
			L <= 3'b000;
			R <= 3'b000;
			case(state)
				START : 
					begin
						HEX <= ~7'b0000000;
						L <= 3'b000;
						R <= 3'b000;
					end
				L1 : 
					begin
						HEX <= l1i;
						L <= 3'b001;
					end
				L2 : 
					begin
						HEX <= l2i;
						L <= 3'b011;
					end
				L3 : 
					begin
						HEX <= l3i;
						L <= 3'b111;
					end
				R1 : 
					begin
						HEX <= r1i;
						R <= 3'b001;
					end
				R2 : 
					begin
						HEX <= r2i;
						R <= 3'b011;
					end
				R3 : 
					begin
						HEX <= r2i;
						R <= 3'b111;
					end
				HAZ : 
					begin
						HEX <= hazi;
						L <= 3'b111;
						R <= 3'b111;
					end
				default:  
					begin
						HEX <= ~7'b0000000;
						L <= 3'b100;
						R <= 3'b100;
					end
			endcase
		end
endmodule
module vgaControl (
    input clk50Mhz, reset,  
    output reg hSync, vSync,  
    output reg bright,  
    output reg [12:0] hCount, vCount,  
	 output clk25Mhz
);
localparam h_Ts = 800;
localparam h_Tdisp = 640;
localparam h_Tpw = 96;
localparam h_Tfp = 16;
localparam h_Tbp = 48;
localparam v_Ts = 521;
localparam v_Tdisp = 480;
localparam v_Tpw = 2;
localparam v_Tfp = 10;
localparam v_Tbp = 29;
localparam one = 8'b00000001;
reg vertical_en;  
clock_divider_25mhz clkDiv (
    .clk50Mhz(clk50Mhz),
    .reset(reset),
    .clk25Mhz(clk25Mhz)
);
always @(posedge clk25Mhz or negedge reset) begin
	if (!reset) begin
		hCount <= 0;
		vCount <= 0;
	end
	else begin
	if (hCount < h_Ts - 1) begin
		hCount <= hCount + one;
	end 
	else begin
		hCount <= 0;
		if (vCount < v_Ts - 1)
			vCount <= vCount + one;
		else
			vCount <= 0;  
		end
    end
end
always @(posedge clk25Mhz or negedge reset) begin
	if (!reset) begin
		hSync <= 1;
		bright <= 0;
	end 
	else begin
		if (hCount < h_Tpw) begin
			hSync <= 0;  
			bright <= 0;  
		end 
		else if (hCount < h_Tpw + h_Tbp) begin
			hSync <= 1;  
			bright <= 0;  
		end 
		else if (hCount < h_Tpw + h_Tbp + h_Tdisp) begin
			bright <= 1;  
		end 
		else if (hCount < h_Ts) begin
			bright <= 0;  
		end
    end
end
always @(posedge clk25Mhz or negedge reset) begin
	if (!reset) begin
		vSync <= 1;  
	end 
	else begin
		if (vCount < v_Tpw) begin  
			vSync <= 0;  
		end 
		else if (vCount < v_Tpw + v_Tbp) begin  
			vSync <= 1;  
		end 
		else begin end
	end
end
endmodule
==> run summary <==
flow finished, numbers: count of library flops with an enable pin 0, CTS Buf Count 5, pins over their slew limit 0, vias in the first global route 2542, Mapped Area 3537 um^2, OpenROAD warning count 29, gr usage total 11.46%, top cells by count nor2_1, dfrtp_1, nand3_1, dfxtp_1, buf_4, most frequent CP cell or3_1, post-DP HPWL 4801 um, final-report setup violation count 0, Yosys Chip Area 3537 um^2, Rel. slew slack 50.28%, endpoints left unconstrained 45, DR WL/cell 11.93 um, Ys Warns 0, row count 39, DRT iter0 DRCs 124, Core Area 11470 um^2, CP Data Required Time 3.28 ns, yosys cell count 407, later-pin clock latency in the skew report 0.27 ns, via count 2760, Max-area cell share 24.76%, DRC viols 0, Port Buffers 44, Pwr Total 771.5 uW, largest area contributor in the netlist dfrtp_1, first-pass iteration count of the detailed router 4, Top FF cell, synth dfrtp_1, Yosys cell types 57, critical path's slowest cell clkdlybuf4s50_1, CTS root buf clkbuf_16, count of unclocked register or latch pins 29, Starting Density 30.85%, maximum root-to-sink buffer count 2, unrepaired setup endpoints after global routing false, Max Clock Skew 0.006120 ns, share of cells above drive strength 1 6.635%, Die Height 110.6 um, Layout fillers 1104, VDD IR max 0.0002651 V, leakage 1.492 nW, hold_buf cts 0, final WL 6740 um, cells after synthesis 407, global-route wire length before repair 11900 um, status finished clean, HP Class reg -> reg, Critical Path AT 2.24 ns, Max stage delay on crit path 0.51 ns, Max Cap Viol 0, DRT antenna net count 0, Mean Syn Cell Area 8.691 um^2, ANT cells 0, drt via density 4.885, Die Wd 110.6 um, Int Pwr 619.8 uW, Logic pwr share 3.0%, pwr dens 191.0 nW/um^2, fmax 326.8 MHz, initial antenna violation count 0, IO Pins 50, Slew @ Worst Pin 0.7401 ns, Psw 151.7 uW, clock share of power 50.9%, Resized cells post-CTS 0, Overflow after GRT 0, dpl ws 1.322 ns, top-count cell post-synth nor2_1, Synth area leaders dfrtp_1, dfxtp_1, nor2_1, fin crit period 3.060 ns, worst-path cell chain or3_1 -> a21oi_1 -> or3_1 -> a32o_1 -> clkdlybuf4s50_1, Reg clk slew, reported paths 0.06 ns, final setup margin 1.040 ns, Seq pwr share 46.2%, CP Max Fanout 8, Area Growth Syn to Fin 14.22%, Final Hold Fails 0, Post-synth seq share 42.27%, crit path kind reg -> out, Period Utilization, post-route 74.63%, Final TNS setup 0 ns, # Post-CTS Setup Buffers 0, Seq cells post-synth 65, die area 12230 um^2, async set-reset flop share out of synthesis 58.46%, Sw Ratio 19.66%, CTS tree built, Final GP Congestion 0.8211, CP Launch Type flip-flop, critical path capture point type primary output, largest net degree at the start of global routing 41, H-tree Lvls 2
per-layer routing:
metal | global-route usage (%) | part of all wire, % | vias up
li1 | - | - | 1414
met1 | 17.49 | 49 | 1297
met2 | 18.59 | 47 | 44
met3 | 1.399 | 3.6 | 5
met4 | 0.8889 | 0.30 | 0
met5 | 0 | 0 | -
worst max-delay path, delay by kind of cell, from the launching register on:
family	cells	cell delay (ns)
simple gates	2	0.61
buf+inv	1	0.51
compound gates	2	0.44
flops	1	0.41
power groups by stage:
stage / logic [mW] / clock network [mW] / registers (mW)
finish: 0.0229 / 0.392 / 0.356
global route: 0.0264 / 0.419 / 0.356
CTS: 0.0242 / 0.406 / 0.356
kinds of logic (layout without fill, tap and decap cells):
logic type	Yosys count	after routing	share of synthesized area, %
multiplexers	1	1	0.3183
AND/OR/NAND/NOR	175	175	24.69
other	2	5	0.2123
flip-flops	65	65	42.27
AND-OR/OR-AND	73	73	13.69
XOR/XNOR	29	29	7.181
buffers and inverters	58	70	10.22
adder cells (fa/ha/maj)	4	4	1.415
cell type report:
cell class | count | area, um^2 | area share, %
sequential | 65 | 1495 | 37.01
timing repair buffer | 48 | 465.4 | 11.52
multi-input combinational | 287 | 1692 | 41.87
clock buffer | 8 | 156.4 | 3.871
inverter | 14 | 52.55 | 1.301
tap | 143 | 178.9 | 4.429
registers in the layout, indices dropped and copies added, names as in the netlist:
| signal | count |
|---|---|
| vgaController.vSync | 1 |
| tBird.state | 8 |
| vgaController.clkDiv.clk25Mhz | 1 |
| vgaController.hSync | 1 |
| tBird.ctr.count | 27 |
| vgaController.bright | 1 |
| vgaController.vCount | 13 |
| vgaController.hCount | 13 |
layout by cell type, fill, tap and decap left out, types with 4 or more instances in the layout:
cell type / Yosys / final
buf_4: 26 / 4
a21oi_1: 19 / 19
xor2_1: 16 / 16
nor4_1: 4 / 4
and3_1: 8 / 8
clkbuf_16: 0 / 5
ha_1: 4 / 4
or3_1: 9 / 9
conb_1: 2 / 5
dfxtp_1: 27 / 27
clkdlybuf4s50_1: 0 / 43
xnor2_1: 13 / 13
o21ai_0: 22 / 22
nand3_1: 32 / 32
inv_1: 14 / 14
nand2_1: 24 / 24
nand4_1: 8 / 8
nor3_1: 12 / 12
o31ai_1: 6 / 6
dfrtp_1: 35 / 35
nor2_1: 56 / 56
stage by stage:
stage	cells	hold slack [ns]	instance area [um^2]	utilization, %
2_1_floorplan	410	0.4179	3548	-
3_3_place_gp	557	0.4278	3884	33.87
3_5_place_dp	557	0.4430	3884	33.87
4_1_cts	565	0.4505	4040	35.23
5_1_grt	565	0.4654	4040	35.23
6_report	565	0.4516	4040	35.23
worst paths after layout:
| path | from | endpoint | slack [ns] | depth (start not counted) |
|---|---|---|---|---|
| max | tBird.state[7] | B[7] | 1.04 | 5 |
| min in group asynchronous | reset | vgaController.clkDiv.clk25Mhz | 0.60 | 2 |
| max reg2reg | tBird.ctr.count[4] | tBird.ctr.count[23] | 2.22 | 6 |
| min reg2reg | tBird.ctr.count[0] | tBird.ctr.count[0] | 0.45 | 1 |
| max in group asynchronous | reset | tBird.state[0] | 3.14 | 2 |
| min | tBird.ctr.count[0] | tBird.ctr.count[0] | 0.45 | 1 |
No activity file was given, so power comes from the tool's default toggle rates.
